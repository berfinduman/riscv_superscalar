<file path="flow/config.mk">
export PLATFORM = sky130hd
export DESIGN_NAME = DtoE_stage
export DESIGN_NICKNAME = DtoE_stage
export VERILOG_FILES = /design/flow/design.v
export SDC_FILE = /design/flow/constraint.sdc
export NUM_CORES = 4
export LEC_CHECK = 1
export CORE_AREA = 10 10 251 251
export DIE_AREA = 0 0 261 261
</file>
<file path="flow/constraint.sdc">
current_design DtoE_stage

set clk_period 1.1
set clk_io_pct 0.2

create_clock -name clk0 -period $clk_period [get_ports {clk}]

set non_clock_inputs [all_inputs -no_clocks]
set_input_delay [expr $clk_period * $clk_io_pct] -clock clk0 $non_clock_inputs
set_output_delay [expr $clk_period * $clk_io_pct] -clock clk0 [all_outputs]
</file>
<file path="flow/design.v">
`timescale 1ns / 1ps
module DtoE_stage(
    input  logic        rst, clk, RegWriteA_D, JumpA_D, BranchA_D ,ALUSrcA_D ,ZeroA_E, FlushE,
    input  logic        RegWriteB_D, MemWriteB_D, JumpB_D, BranchB_D ,ALUSrcB_D ,ZeroB_E,
    input  logic [4:0]  Rs1A_D, RdA_D,  Rs2A_D, Rs1B_D, Rs2B_D,RdB_D,
    input  logic [2:0]  funct3A_D,funct3B_D, 
    input  logic [1:0]  ResultSrcA_D,ResultSrcB_D,order_D,mem_modeB_D,
    input  logic [3:0]  ALUControlA_D, ALUControlB_D,
    input  logic [31:0] PCD, ImmExtA_D,ImmExtB_D, PCPlus8D, RD1A_D, RD2A_D,  RD1B_D,RD2B_D,
    output logic [31:0] PCE, ImmExtA_E, ImmExtB_E, PCPlus8E, RD1A_E, RD2A_E, RD1B_E, RD2B_E,
    output logic [3:0]  ALUControlA_E,ALUControlB_E,
    output logic [1:0]  ResultSrcA_E,ResultSrcB_E, order_E,mem_modeB_E,
    output logic [2:0]  funct3A_E,funct3B_E, 
    output logic [4:0]  RdA_E, Rs1A_E, Rs2A_E, RdB_E, Rs1B_E, Rs2B_E,
    output logic        RegWriteA_E, RegWriteB_E, MemWriteB_E, JumpA_E, JumpB_E, BranchA_E,BranchB_E, ALUSrcA_E, ALUSrcB_E, PCSrcA_E,PCSrcB_E
);
  always_ff @( posedge clk or negedge rst ) begin
    if (!rst) begin
      RegWriteA_E <=  0;            RegWriteB_E <= 0;
      JumpA_E <= 0;                 JumpB_E <= 0;
      BranchA_E <= 0;               BranchB_E <= 0; 
      ALUSrcA_E <= 0;               ALUSrcB_E <= 0;
      ResultSrcA_E <= 2'b00;        ResultSrcB_E <= 2'b00;
      ALUControlA_E <= 4'b0000;    ALUControlA_E <= 4'b0000;
      PCE <= 32'd0;
      ImmExtA_E <= 32'd0;           ImmExtB_E <= 32'd0;
      PCPlus8E <= 32'd0;  
      funct3A_E <= 3'd0;            funct3B_E <= 3'd0;
      order_E<= 2'b0; 
      RD1A_E <= 32'd0;              RD1B_E <= 32'd0;
      RD2A_E <= 32'd0;              RD2B_E <= 32'd0;
      RdA_E <= 5'd0;                RdB_E <= 5'd0;
      Rs1A_E <= 5'd0;               Rs1B_E <= 5'd0;
      Rs2A_E <= 5'd0;               Rs2B_E <= 5'd0;
      mem_modeB_E <= 3'd0;          MemWriteB_E <= 0;
    end
    else if (FlushE) begin
      RegWriteA_E <=  0;            RegWriteB_E <= 0;
      JumpA_E <= 0;                 JumpB_E <= 0;
      BranchA_E <= 0;               BranchB_E <= 0; 
      ALUSrcA_E <= 0;               ALUSrcB_E <= 0;
      ResultSrcA_E <= 2'b00;        ResultSrcB_E <= 2'b00;
      ALUControlA_E <= 4'b0000;    ALUControlA_E <= 4'b0000;
      PCE <= 32'd0;
      ImmExtA_E <= 32'd0;           ImmExtA_E <= 32'd0;
      PCPlus8E <= 32'd0;  
      RD1A_E <= 32'd0;              RD1B_E <= 32'd0;
      RD2A_E <= 32'd0;              RD2B_E <= 32'd0;
      funct3A_E <= 3'd0;            funct3B_E <= 3'd0;
      RdA_E <= 5'd0;                RdB_E <= 5'd0;
      Rs1A_E <= 5'd0;               Rs1B_E <= 5'd0;
      Rs2A_E <= 5'd0;               Rs2B_E <= 5'd0;
      mem_modeB_E <= 3'd0;          MemWriteB_E <= 0;
      order_E<=2'b0;
    end
    else begin
      RegWriteA_E <= RegWriteA_D;         RegWriteB_E <= RegWriteB_D;
      ResultSrcA_E <= ResultSrcA_D;       ResultSrcB_E <= ResultSrcB_D;
      JumpA_E <= JumpA_D;                 JumpB_E <= JumpB_D;
      BranchA_E <= BranchA_D;             BranchB_E <= BranchB_D;
      ALUSrcA_E <= ALUSrcA_D;             ALUSrcB_E <= ALUSrcB_D;
      ALUControlA_E <= ALUControlA_D;      ALUControlB_E <= ALUControlB_D;
      PCE <= PCD;        
      ImmExtA_E <= ImmExtA_D;             ImmExtB_E <= ImmExtB_D;
      PCPlus8E <= PCPlus8D;  
      RD1A_E <= RD1A_D;                    RD1B_E <= RD1B_E;
      RD2A_E <= RD2A_D;                    RD2B_E <= RD2B_E;
      funct3A_E <= funct3A_D;              funct3B_E <= funct3B_D;
      RdA_E <= RdA_D;                      RdB_E <= RdB_D;
      RdA_E <= RdA_D;                      RdB_E <= RdB_D;
      Rs1A_E <= Rs1A_D;                   Rs1B_E <= Rs1B_D;
      Rs2A_E <= Rs2A_D;                   Rs2B_E <= Rs2B_D;
      mem_modeB_E <= mem_modeB_D;  MemWriteB_E <= MemWriteB_D;
      order_E<=order_D;
    end
  end
  always_comb begin
    PCSrcA_E <= (ZeroA_E && BranchA_E) || JumpA_E;
    PCSrcB_E <=(ZeroB_E && BranchB_E) || JumpB_E;
  end
endmodule
</file>
<file path="flow/run.sh">
#!/bin/bash
# OpenROAD 26Q1-2900-gdf79404cd8, Yosys 0.63+post, stock flow scripts
make -C /OpenROAD-flow-scripts/flow DESIGN_CONFIG=/design/flow/config.mk WORK_HOME=/design/flow/orfs finish
</file>
==> README.md <==
| Group | Quantity | Reported |
|---|---|---|
| worst setup path | Worst Path Required | 880 ps |
| drt | Number of antenna repair diodes | 0 |
| floorplan | I/O pin count | 641 |
| final timing | Worst hold margin | -367 ps |
| drt | Sum of routed wire length over all layers | 31.6 mm |
| final timing | Final Max-Slew Violation Tally | 0 |
| power and ir drop | Leak | 7.13 nW |
| logic synthesis | Yosys synthesis warning count | 1 |
| status | Status | complete, but fails checks |
| logic synthesis | Count of cell types in the netlist | 9 |
| finish | Flop area | 6350 um^2 |
| power and ir drop | Worst vdd ir | 1110 uV |
| final timing | Shortest clock period the worst path allows after layout | 1450 ps |
| worst setup path | Setup crit start kind | register |
| global routing | Global-route wire length before repair | 44.5 mm |
| floorplan | Pre-placement core utilization | 0.156 |
| worst setup path | Setup slack on the worst flop-to-flop path | 230 ps |
| drt | Average wire per cell in the routed design | 16.2 um |
| finish | Total area of multi-input combinational cells | 2100 um^2 |
| worst setup path | Largest fanout of any net on the critical path | 2 |
| logic synthesis | Total cells reported by yosys after synthesis | 598 |
| floorplan | Die Footprint | 68100 um^2 |
| logic synthesis | Proportion of synthesized flip-flops having asynchronous set or reset | 0.984 |
| final timing | Count of final setup violators | 255 |
| global routing | Total track usage | 0.0868 |
| status | Violations in the final reports | hold timing, setup timing |
| floorplan | Placeable core region | 57600 um^2 |
| global routing | Busiest layer in global routing | met2 |
| global routing | Number of antenna violations at the first check in global routing | 4 |
| power and ir drop | Areal power density over the cells | 1470 nW/um^2 |
| worst setup path | Type of the setup path with the least slack | register to output pin |
| cts | Number of buffers inserted during clock tree synthesis | 27 |
| final timing | Slack of the critical path | -347 ps |
| global routing | Maximum number of pins on one net before global-route repair | 60 |
| floorplan | Die outline height | 261 um |
| worst setup path | Startpoint of the worst register-to-register path | ImmExtB_E[31] |
| logic synthesis | Area leader share | 0.692 |
| global routing | Via count of the first global-routing pass | 6772 |
| cts | Library cell used as clock root buffer | clkbuf_16 |
| logic synthesis | Chip area estimate from yosys synthesis | 9000 um^2 |
| place | Port-buffer cells | 512 |
| logic synthesis | Sequential fraction of the synthesis area | 0.705 |
| cts | Clock latency at the later pin of the worst-skew pair | 550 ps |
| logic synthesis | Gate count after technology mapping | 598 |
| logic synthesis | Most common cell in the synthesized netlist | dfrtp_1 |
| cts | Clock tree from TritonCTS | yes |
| finish | Number of filler instances in the final layout | 5945 |
| finish | Post-route core utilization | 0.256 |
| flow run | Tool warnings | 93 |
| drt | Routed Antenna Nets | 0 |
| finish | Final Instance Area | 14700 um^2 |
| finish | Share of layout cells above drive strength 1 | 0.325 |
| worst setup path | Reg2Reg Capture Point | ImmExtB_E[31] |
| logic synthesis | Average footprint of a synthesized cell | 15.1 um^2 |
| finish | Number of standard cells in the final layout excluding fillers | 1946 |
| final timing | Final setup skew | 0 ps |
| logic synthesis | Synth flops | 253 |
| logic synthesis | Prevailing post-synth register cell | dfrtp_1 |
| final timing | Setup repair after global routing missed its margin | true |
| global routing | Sum of overflow across all layers after global routing | 0 |
| cts | Level count of the clock H-tree | 1 |
| finish | Synthesis-to-layout area growth | 63.7% |
| final timing | Maximum frequency from static timing analysis | 691 MHz |
| cts | # clock sinks | 253 |
| cts | Clk slew on worst S/H paths | 60 ps |
| floorplan | Chip Width | 261 um |
| place | HPWL after detailed placement | 24.6 mm |
| place | Cell Count Post-Placement | 1879 |
| drt | Vias per cell | 3.18 |
| logic synthesis | Cell area after technology mapping | 9000 um^2 |
| worst setup path | Logic depth of the worst register-to-register path | 2 |
| place | Final weighted congestion of routability-driven global placement | 0.839 |
| hold path | Path category of the worst min-delay check | input pin to asynchronous set/reset pin |
| worst setup path | Worst endpoint data arrival time | 1230 ps |
| place | Post-placement cell area | 14900 um^2 |
| drt | Violation count after the first detailed-routing iteration | 143 |
| flow run | Max-cap violation count | 0 |
| power and ir drop | Post-route total power | 21.7 mW |
| final timing | Post-route clock period utilization | 1.32 |
| drt | Number of optimization iterations in the first detailed-route pass | 4 |
| global routing | Global routing usage on met1 | 0.104 |
| logic synthesis | Commonest cells post-synth | dfrtp_1 (249), nor2b_1 (218), buf_4 (64), mux2_4 (32), buf_6 (27) |
| logic synthesis | Flip-flops with a built-in enable | 4 |
| logic synthesis | Leading post-synthesis cells by cell area | dfrtp_1 (69%), nor2b_1 (15%), buf_4 (5.3%), mux2_4 (5.3%), buf_6 (3.4%) |
| place | Worst slack at placement | -406 ps |
| drt | DRC | 0 |
| global routing | Met2 track utilization from global routing | 0.138 |
| global routing | GRT met3 Usage | 0.0480 |
| drt | Total number of vias | 6187 |
| final timing | Final-report hold violation count | 57 |
| cts | Largest buffer count on any clock path | 3 |
| worst setup path | Crit end category | output pin |
| floorplan | Std cell rows | 88 |
| logic synthesis | Largest area contributor in the netlist | dfrtp_1 |
## state kept, by name, summed over array words and instances (netlist names), 5 cells and up
name and count:
Rs1A_E 5, PCPlus8E 32, Rs2B_E 5, Rs1B_E 5, RD1A_E 32, RdB_E 5, ImmExtA_E 32, ImmExtB_E 32
RD2A_E 32, RdA_E 5, Rs2A_E 5, PCE 32
## where the power goes
group / leakage [nW] / internal [mW] / switching [mW]
clock network: 0.435 / 5.31 / 3.78
logic: 3.48 / 1.72 / 0.851
registers: 3.21 / 9.86 / 0.161
## what timing repair did
action                                 4_1_cts  5_1_grt
resized                                    839        5
hold buffers                                 5        1
endpoints found under the hold margin      179      175
cloned                                       0        1
pin swaps                                    2        2
setup endpoints to repair                  255      398
buffers inserted                             5        9
## how the worst max path moves through the flow
stage	start	to
final	BranchA_E	PCSrcA_E
after global routing	BranchA_E	PCSrcA_E
after CTS	BranchA_E	PCSrcA_E
## kinds of logic (layout without fill, tap and decap cells)
kind of cell	count (synthesis)	after routing	share of synthesized area
flops	253	253	0.705
simple gates	218	218	0.151
buf+inv	92	612	0.0877
mux	32	32	0.0534
compound gates	2	2	0.00167
other cells	1	64	0.000416
## cells in the final DEF, fill, tap and decap left out, types with 2 or more instances in the layout
cell	instances
a21o_1	2
inv_6	2
buf_16	3
clkbuf_16	28
dlygate4sd3_1	2
edfxtp_1	4
buf_4	37
clkbuf_1	4
dfrtp_1	249
clkinvlp_4	2
bufinv_16	2
clkinv_2	5
buf_2	253
nor2b_1	217
conb_1	64
clkdlybuf4s50_1	255
buf_6	2
clkbuf_8	5
buf_12	9
mux2_4	32
## worst max-delay path, stage by stage (launching register included)
cell     delay (ps)
dfrtp_1         390
a21o_1          170
buf_2           110
## layout make-up
cell class | count | area share
sequential | 253 | 0.431
clock buffer | 36 | 0.0515
clock inverter | 12 | 0.00857
tap | 765 | 0.0649
timing repair buffer | 564 | 0.302
multi-input combinational | 316 | 0.143
## per-layer routing
metal | share of wire | routed length (um) | up-vias
met5 | 0.0014 | 45 | -
met4 | 0.021 | 663 | 8
met2 | 0.47 | 14700 | 357
met3 | 0.14 | 4420 | 46
li1 | - | - | 2835
met1 | 0.37 | 11700 | 2941
## through the flow
stage	hold slack (ps)	setup TNS, ps
floorplan	-75.6	0
global placement	204	-1590
detailed placement	202	-1590
CTS	-376	-51550
global route	-368	-54080
finish	-367	-37890
Power figures rest on the tool's default switching activity, not on a simulated workload.
