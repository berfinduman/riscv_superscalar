==> /design/flow/design.v <==
`timescale 1ns / 1ps
module aluA(
  input  logic [31:0] SrcA1_E,SrcA2_E,
  input  logic [3:0] ALUControlA_E,
  input  logic [2:0] funct3A_E,
  output logic [31:0] ALUResultA_E,
  output logic CarryOutA,
  output logic  ZeroA_E
);
  logic [31:0] ALU_Result;
  logic [32:0] tmp;
  assign ALUResultA_E = ALU_Result;
  assign tmp = {1'b0,SrcA1_E} + {1'b0,SrcA2_E};
  assign CarryOutA = tmp[32];
	always_comb begin
    case(funct3A_E)
    3'b000:  ZeroA_E <=  SrcA1_E == SrcA2_E;  
    3'b001:  ZeroA_E <=  SrcA1_E != SrcA2_E;  
    3'b100:  ZeroA_E <=  SrcA1_E <  SrcA2_E;  
    3'b101:  ZeroA_E <=  SrcA1_E >  SrcA2_E;  
    3'b110:  ZeroA_E <=  SrcA1_E <  SrcA2_E;  
    3'b111:  ZeroA_E <=  SrcA1_E >= SrcA2_E;  
    default: ZeroA_E <= 0;
    endcase
	end
  always_comb begin
    case(ALUControlA_E)
    4'b0000: ALU_Result = SrcA1_E + SrcA2_E ;            
    4'b0001: ALU_Result = SrcA1_E - SrcA2_E ;            
    4'b0010: ALU_Result = SrcA1_E<< SrcA2_E;              
    4'b0011: ALU_Result = ($signed(SrcA1_E) < $signed(SrcA2_E)) ? 1 : 0;   
    4'b0100: ALU_Result =(SrcA1_E < SrcA2_E) ? 1 : 0;   
    4'b0101: ALU_Result = SrcA1_E ^ SrcA2_E;             
    4'b0110: ALU_Result = SrcA1_E>>SrcA2_E;              
    4'b0111: ALU_Result = SrcA1_E >>> SrcA2_E;           
    4'b1000: ALU_Result = SrcA1_E | SrcA2_E;             
    4'b1001: ALU_Result = SrcA1_E & SrcA2_E;             
    default:  ALU_Result = SrcA1_E + SrcA2_E;
    endcase
  end
endmodule
module aluB(
  input  logic [31:0] SrcB1_E,SrcB2_E,
  input  logic [3:0] ALUControlB_E,
  input  logic [2:0] funct3B_E,
  output logic [31:0] ALUResultB_E,
  output logic CarryOutB,
  output logic  ZeroB_E
);
  logic [31:0] ALU_Result;
  logic [32:0] tmp;
  assign ALUResultB_E = ALU_Result;
  assign tmp = {1'b0,SrcB1_E} + {1'b0,SrcB2_E};
  assign CarryOutA = tmp[32];
	always_comb begin
    case(funct3B_E)
    3'b000:  ZeroB_E <=  SrcB1_E == SrcB2_E;  
    3'b001:  ZeroB_E <=  SrcB1_E != SrcB2_E;  
    3'b100:  ZeroB_E <=  SrcB1_E <  SrcB2_E;  
    3'b101:  ZeroB_E <=  SrcB1_E >  SrcB2_E;  
    3'b110:  ZeroB_E <=  SrcB1_E <  SrcB2_E;  
    3'b111:  ZeroB_E <=  SrcB1_E >= SrcB2_E;  
    default: ZeroB_E <= 0;
    endcase
	end
  always_comb begin
    case(ALUControlB_E)
    4'b0000: ALU_Result = SrcB1_E + SrcB2_E ;            
    4'b0001: ALU_Result = SrcB1_E - SrcB2_E ;            
    4'b0010: ALU_Result = SrcB1_E<< SrcB2_E;              
    4'b0011: ALU_Result = ($signed(SrcB1_E) < $signed(SrcB2_E)) ? 1 : 0;   
    4'b0100: ALU_Result =(SrcB1_E < SrcB2_E) ? 1 : 0;   
    4'b0101: ALU_Result = SrcB1_E ^ SrcB2_E;             
    4'b0110: ALU_Result = SrcB1_E>>SrcB2_E;              
    4'b0111: ALU_Result = SrcB1_E >>> SrcB2_E;           
    4'b1000: ALU_Result = SrcB1_E | SrcB2_E;             
    4'b1001: ALU_Result = SrcB1_E & SrcB2_E;             
    default:  ALU_Result = SrcB1_E + SrcB2_E;
    endcase
  end
endmodule
==> /design/flow/run.sh <==
#!/bin/bash
# OpenROAD 26Q1-2900-gdf79404cd8, Yosys 0.63+post, stock flow scripts
make -C /OpenROAD-flow-scripts/flow DESIGN_CONFIG=/design/flow/config.mk WORK_HOME=/design/flow/orfs finish
==> /design/flow/config.mk <==
export PLATFORM = sky130hd
export DESIGN_NAME = aluA
export DESIGN_NICKNAME = aluA
export VERILOG_FILES = /design/flow/design.v
export SDC_FILE = /design/flow/constraint.sdc
export NUM_CORES = 4
export LEC_CHECK = 1
export CORE_UTILIZATION = 50
==> /design/flow/constraint.sdc <==
current_design aluA

set clk_period 13.1
set clk_io_pct 0.2

create_clock -name clk0 -period $clk_period

set non_clock_inputs [all_inputs -no_clocks]
set_input_delay [expr $clk_period * $clk_io_pct] -clock clk0 $non_clock_inputs
set_output_delay [expr $clk_period * $clk_io_pct] -clock clk0 [all_outputs]
==> flow_summary_export.csv <==
group,metric,value,unit
placement,dpl_worst_slack,3.42,ns
synth,syn_area,8690,µm²
route,antenna_cells,0,
pwr,pwr-share-comb,1.000,
sta,whs,6.31,ns
worst_hold_path,hp-class,"in -> out",
placement,dpl.hpwl,31.5,mm
synth,syn_inst,1281,
placement,port_buffers,105,
route,drtIter0Drc,1405,
route,vias,10900,
grt,grt_max_degree,69,
synth,netlist_top_cells_area,"ha_1 (14%), a21oi_1 (7.6%), mux4_2 (7.5%)",
floorplan,chip_area,17900,µm²
setup_path,path_class,"in -> out",
sta,max-slew-margin-rel,0.440,
sta,rsz0062_at_grt,"no",
floorplan,fp_util,0.518,
synth,syn_area_per_cell,6.78,µm²
grt,antenna_found_initial,0,
synth,synth_top_cell_by_count,"a21oi_1",
placement,dp.cells,1519,
setup_path,cp-start-kind,"primary input",
cells_and_area,layout.cells.non_filler,1519,
cells_and_area,regArea,0,µm²
pwr,sw_frac_of_total,0.595,
route,postRouteAntennaNets,0,
sta,post-route-period-util,0.754,
grt,busiest_layer,"met2",
pwr,p_per_area,42.9,nW/µm²
cells_and_area,area_delta_synth_final,11.0,%
synth,ys_seq_frac,0,
sta,setup_tns,0,ns
placement,place.gp.congestion,1.06,
cells_and_area,drive_above_1_share,0.0808,
setup_path,required,10.48,ns
cells_and_area,fill_cells,1672,
pwr,leakagePower,0.00394,µW
synth,synth.largest_area_cell,"ha_1",
route,drc,0,
floorplan,core_area,16800,µm²
placement,place_area,9640,µm²
cells_and_area,ff_count,0,
synth,synth_stat.cells,1281,
grt,met2_usage,0.678,
synth,synth_chip_area,8690,µm²
sta,finalWorstSetupSlack,3.22,ns
pwr,power_frac_seq,0,
pwr,p_switching,246,µW
sta,final-setup-viol-count,0,
floorplan,die_w,134,µm
floorplan,rows,47,
pwr,p_int,168,µW
clock_tree,hold_buffers,0,
cells_and_area,comb_area,7840,µm²
sta,fmax,101,MHz
grt,grt-ovfl-total,0,
sta,drv_slew,0,
flow_run,warnings,97,
synth,top_cells_by_count,"a21oi_1 (132), nand2_1 (122), nor2_1 (104), ha_1 (96), inv_1 (91)",
sta,finalHoldViolCount,0,
floorplan,die_h,134,µm
route,wl_per_cell,26.6,µm
floorplan,pin_count,105,
synth,synth_top_area_share,0.138,
pwr,irDropWorstVdd,0.0000349,V
flow_run,max_cap_violations,0,
cells_and_area,nClkBuffers,0,
route,viasPerCell,7.17,
status,status,"finished clean",
clock_tree,cts.repair.resized,0,
synth,yosys_warnings,1,
cells_and_area,stdcell_area,9640,µm²
setup_path,critPathMaxFanout,17,
grt,gr-usage-met3,0.104,
pwr,clockPowerShare,0,
grt,grt_usage,0.456,
synth,yosys.cell_types.count,94,
route,first_pass_iters,6,
sta,period_needed,9.88,ns
grt,met1_usage,0.614,
setup_path,cp-end-kind,"output pin",
route,drt-total-wl,40.4,mm
grt,grt_pass1_wl,60.4,mm
setup_path,critPathArrivalTime,7.26,ns
clock_tree,postCtsSetupBuffers,0,
grt,grt_pass1_vias,9702,
sta,worst_pin_slew,0.833,ns
power by group through the flow:
stage	registers, µW	clock network (µW)	logic (µW)
final	0	0	414
after global routing	0	0	440
after CTS	0	0	401
per-stage QoR:
step,util,total power [µW]
final,0.575,414
after global routing,0.575,440
after CTS,0.575,401
after detailed placement,0.575,399
after global placement,0.575,401
after floorplan,-,249
routing by layer:
metal / vias to the layer above / wire (µm)
li1: 4878 / -
met1: 4996 / 15300
met2: 860 / 17100
met3: 155 / 5170
met4: 0 / 2870
met5: - / 0
cell usage in the layout (no fill, tap or decap), types with 5 or more instances in the layout:
cell type | Yosys | routed
nand3_1 | 28 | 28
o31ai_1 | 6 | 6
o31a_1 | 6 | 6
a31oi_1 | 21 | 21
a21o_1 | 16 | 16
a221o_1 | 13 | 13
nor2b_1 | 18 | 18
nor2_1 | 104 | 103
a221oi_1 | 15 | 15
o22a_1 | 5 | 5
mux2_2 | 8 | 8
nor4_1 | 16 | 16
and3_1 | 7 | 7
mux4_2 | 29 | 29
o21bai_1 | 12 | 12
a211oi_1 | 22 | 22
nor3_1 | 59 | 58
o211ai_1 | 14 | 14
nand2b_1 | 16 | 16
ha_1 | 96 | 96
clkdlybuf4s50_1 | 0 | 101
o221ai_1 | 14 | 14
o22ai_1 | 24 | 24
inv_1 | 91 | 91
o2111ai_1 | 5 | 5
a21oi_1 | 132 | 132
nand2_1 | 122 | 122
inv_2 | 5 | 5
buf_4 | 3 | 19
o21ai_0 | 83 | 83
mux2i_1 | 60 | 60
or3_1 | 6 | 6
a22oi_1 | 22 | 22
layout make-up:
type | count | area share
Inverter | 96 | 0.0374
Multi-Input combinational cell | 1080 | 0.813
Tap cell | 220 | 0.0285
Timing Repair Buffer | 123 | 0.121
critical path: stages:
cell and delay (ns):
clkdlybuf4s50_1 0.99, inv_2 0.27, ha_1 0.53, nor2b_1 0.11
o21ai_1 0.21, nand4b_1 0.26, a221o_2 0.55, a21oi_1 0.20
a21oi_1 0.19, a311o_1 0.47, o31ai_1 0.33, clkdlybuf4s50_1 0.51
worst paths after layout:
kind,start,to,slack [ns],depth (start not counted)
max,SrcA2_E[4],ALUResultA_E[0],3.22,12
min,funct3A_E[1],ZeroA_E,6.31,4
logic make-up (layout without fill, tap and decap cells):
group | Yosys count | after routing | synth area share
AOI/OAI and AO/OA | 480 | 480 | 0.380
and+or+nand+nor | 403 | 403 | 0.222
buffers and inverters | 201 | 219 | 0.0989
adders and majority gates | 98 | 98 | 0.143
muxes | 97 | 97 | 0.155
xor gates and xnor gates | 2 | 2 | 0.00202
Power is estimated from default activity; no workload was simulated.
